`./config.mk`:
```
export PLATFORM = sky130hd
export DESIGN_NAME = vga_controller
export DESIGN_NICKNAME = vga_controller
export VERILOG_FILES = /design/flow/design.v
export SDC_FILE = /design/flow/constraint.sdc
export NUM_CORES = 4
export LEC_CHECK = 1
export CORE_AREA = 10 10 94 94
export DIE_AREA = 0 0 104 104
```
`./constraint.sdc`:
```
current_design vga_controller

set clk_period 2.4
set clk_io_pct 0.2

create_clock -name clk0 -period $clk_period [get_ports {clk}]

set non_clock_inputs [all_inputs -no_clocks]
set_input_delay [expr $clk_period * $clk_io_pct] -clock clk0 $non_clock_inputs
set_output_delay [expr $clk_period * $clk_io_pct] -clock clk0 [all_outputs]
```
`./design.v`:
```
`timescale 1ns / 1ps
module aiso(input  clk, rst,
				output rst_out);
	reg qMeta, qOk;
	always @(posedge clk, posedge rst)
		if(rst) begin
			  qMeta <= 1'b0; 
			  qOk <= 1'b0;
		end
		else begin   
	        qMeta <= 1'b1; 
	        qOk <= qMeta;  
		end		  
	assign rst_out = ~qOk;  
endmodule
`timescale 1ns / 1ps
module pixel_generator(input  video_on,
							  input [9:0] pixel_x, pixel_y,
							  output reg[11:0] rgb);
	wire wall, bar, ball;
	wire [11:0] wall_rgb, bar_rgb, ball_rgb;						  
	assign wall = (pixel_x >= 32) && ( pixel_x <= 35);
	assign wall_rgb = 12'hF00; 
	assign bar = (pixel_x >= 600) && (pixel_x <=603)
	           &&(pixel_y >= 204) && (pixel_y <=276);
	assign bar_rgb = 12'h0F0; 
	assign ball = (pixel_x >= 580) && (pixel_x <=588)
	           &&(pixel_y >= 238) && (pixel_y <=246);
	assign ball_rgb = 12'h00F; 
	always @ (*) begin
		if (video_on) 
			if (wall)
				rgb = wall_rgb; else
			if (bar)
				rgb = bar_rgb; else
			if (ball)
				rgb = ball_rgb;
			else
				rgb = 12'h000; 
		else
			rgb = 12'h000; 
	end
endmodule
`timescale 1ns / 1ps
module vga_controller(input clk, rst,
							 output hsync , vsync,
							 output [11:0] rgb);
	wire video_on;  
	wire rst_out;   
	wire[9:0] pixel_x, pixel_y;
	aiso
	m0(.clk(clk), .rst(rst), .rst_out(rst_out));
	vga_sync	
	m1( .clk(clk), .rst(rst_out),.pixel_x(pixel_x), .pixel_y(pixel_y), 
	    .hsync(hsync), .vsync(vsync), .video_on(video_on));
	pixel_generator
	m2( .video_on(video_on), .pixel_x(pixel_x), .pixel_y(pixel_y),.rgb(rgb));
endmodule
`timescale 1ns / 1ps
module vga_sync(input            clk, rst,
					 output [9:0] pixel_x, pixel_y,
					 output         hsync, vsync, video_on);
	reg [1:0] count;
	wire tick;
	assign tick = (count == 2'b11);
	always @ (posedge clk, posedge rst)
		if (rst)  count <= 2'b0; else
		if (tick) count <= 2'b0; else
		          count <= count + 2'b1;
	reg [9:0] hcount;
	wire endh;
	assign pixel_x = hcount ;
	assign endh = (hcount == 799);
	always @ (posedge clk, posedge rst)
		if (rst) hcount <= 10'b0; else
		if (tick)
			if (endh) hcount <= 10'b0; else
			          hcount <= hcount +10'b1;
	assign hsync = ~(hcount >= 656 & hcount <= 751);
	reg [9:0] vcount;
	wire endv;
	assign pixel_y = vcount;
	assign endv = (vcount == 524);
	always @ (posedge clk, posedge rst)
		if (rst) vcount <= 10'b0; else
		if (tick)
			if(endh)
				if(endv) vcount <= 10'b0; else
							vcount <= vcount + 10'b1;
	assign vsync = ~(vcount >= 490 & vcount <= 491);
	assign video_on = ((hcount<656) && (vcount<490));
endmodule
```
`./run.sh`:
```
#!/bin/bash
# OpenROAD 26Q1-2900-gdf79404cd8, Yosys 0.63+post, stock flow scripts
make -C /OpenROAD-flow-scripts/flow DESIGN_CONFIG=/design/flow/config.mk WORK_HOME=/design/flow/orfs finish
```
==> run summary <==
impl run done, here's what came out: outcome finished, violations left, failing checks negative setup slack, first-pass GRT wire length around 5600 um, Via density ~4.4, DRC violations left 0, Seq share, synth 39.54%, setup slack after layout -124.4 ps, Num CTS Buffers 3, top cells, area dfrtp_1 40%, buf_4 4.4%, ha_1 4.1%, comb. cell area 828.3 um^2, syn avg cell area ~9.2 um^2, Worst EP required 1920 ps, CTS tree done, Hold Vio Cnt, Final 0, FF-to-FF End m1.vcount[5], Initial DRC Count between 50 and 60, number of flops mapped to enable cells by yosys 0, dpl hpwl between 2000 and 2500 um, DR vias ~1.3k, setup TNS -462.7 ps, layout cell share with drive strength beyond 1 between 20% and 30%, Yosys warnings 3, vias in the first global route between 1k and 1.5k, PD cells 332.5 mW/mm^2, endpoint class of the critical path output port, die footprint between 0.01 and 0.015 mm^2, pin count of the biggest net entering global routing 23, final WL ~3400 um, ys flop type dfrtp_1, yosys stat area 0.001519 mm^2, Peak Freq just under 0.4 GHz, width of the die between 100 and 150 um, Flop area around 600 um^2, reg2reg path depth 5, Floorplan Utilization between 20% and 30%, CTS root buffer clkbuf_8, Final Setup Violations 4, synthesized area 0.001519 mm^2, Area Overhead vs Synth 36.16%, Static Leak between 0.9 and 1 nW, cell taking the most area after synthesis dfrtp_1, Critical Path AT 2040 ps, Final Max Tran Viols 0, Hold Path Class reg2async, initial antenna violation count 0, std cell rows 30, clock transition at the registers of the reported paths roughly 80 ps, GRT overflow 0, Final Cell Area roughly 0.0021 mm^2, total I/O pin count 16, number of diodes 0, Registers, synthesis 24, ys cells 165, Core Box Area roughly 0.0068 mm^2, Post-CTS Hold Fix Bufs 0, IO buf count 15, Detailed Routing Iterations Pass 1 4, Setup Skew ~4.1 ps, Post-synth ARST share about 100%, Fill cells 708, GRT Util Overall 5.893%, TritonCTS Sinks 24, post-synthesis cell count 165, H-tree levels 1, VDD IR max between 0.15 and 0.2 mV, flop-to-flop setup slack about 480 ps, Bufs on Longest Clock Path 2, routed len/inst 11.56 um, Crit Path Max Fanout 4, post-placement cell area 0.001862 mm^2, Worst R2R Start m1.hcount[6], Setup crit start kind flop, Top cell area share 39.54%, Final ANT Viol Nets 0, Power Total 0.6876 mW, fin crit share 105.2%, kind of critical path reg2out, # Max-Cap Violations 0, Placer Congestion around 0.86, Late-Pin Clk Latency approximately 260 ps, RSZ-0062 raised after global routing true, Chip Height around 100 um, Unique masters post-synth 47, Period minus WS final around 2500 ps, Min Hold Slack approximately 210 ps, tool warnings 29
==> repair_timing <==
action / 4_1_cts / 5_1_grt
setup endpoints to repair: 13 / 11
resized: 25 / 15
pin swaps: 8 / 10
buffers inserted: 3 / 6
==> layout by cell type, fill, tap and decap left out, types with 2 or more instances in the layout <==
cell and n:
buf_4 33, dfrtp_1 24, nand2_1 13, o21ai_0 9, nand3_1 8, inv_1 7, dlymetal6s2s_1 7, nor2_1 6
xnor2_1 5, nor3_1 4, nand4_1 4, xor2_1 4, and3_1 4, ha_1 4, clkbuf_8 4, buf_6 4
nor2b_1 3, a31oi_1 3, nor4_1 3, o31ai_1 3, clkdlybuf4s50_1 3, inv_2 2, o21ai_1 2, nand3b_1 2
nand2b_1 2, nor3b_1 2, and4_1 2, or2_2 2, o22ai_1 2, buf_2 2
==> worst max path at each step <==
stage,start,endpoint,slack [ps],depth (start not counted)
CTS,m1.hcount[8],rgb[2],-220,6
global route,m1.hcount[7],rgb[2],-260,6
finish,m1.hcount[7],rgb[2],-120,6
==> worst max-delay path, stage by stage (launching register included) <==
cell and delay (ps):
dfrtp_1 400, nor4b_2 260, nand3b_1 120, or4_4 540, a2111oi_4 190, buf_4 180
buf_2 100
==> cell usage after synthesis, types with 4 or more instances <==
| library cell | n |
|---|---|
| and3_1 | 4 |
| buf_2 | 5 |
| buf_4 | 9 |
| clkbuf_1 | 5 |
| dfrtp_1 | 24 |
| ha_1 | 5 |
| inv_1 | 9 |
| nand2_1 | 13 |
| nand3_1 | 8 |
| nand4_1 | 4 |
| nor2_1 | 6 |
| nor3_1 | 6 |
| o21ai_0 | 11 |
| xnor2_1 | 5 |
| xor2_1 | 4 |
==> per-stage QoR <==
step           setup slack (ps)  util (%)  cells
6_report                 -124.4     30.27    295
5_1_grt                  -258.6     30.27    295
4_1_cts                  -223.5     28.86    289
3_5_place_dp             -231.0     27.25    282
3_3_place_gp             -205.6     27.25    282
2_1_floorplan             138.1         -    165
==> where the power goes <==
| group | total [mW] | switching, mW | leakage, nW | internal, mW |
|---|---|---|---|---|
| clock network | 0.271 | 0.125 | 0.0288 | 0.146 |
| logic | 0.0107 | 0.00812 | 0.662 | 0.00261 |
| registers | 0.406 | 0.000354 | 0.307 | 0.406 |
==> cell type report <==
cell class                 instances  area share, %
tap                               96          5.808
clock buffer                       4          2.662
timing repair buffer              50          20.81
sequential                        24          29.04
inverter                           9          1.633
multi-input combinational        112          40.05
==> kinds of logic (layout without fill, tap and decap cells) <==
kind of cell               Yosys count  in the layout  synth area share (%)
other                                1              1                0.2469
muxes                                1              1                0.6590
DFF                                 24             24                 39.54
adders and majority gates            5              5                 4.119
buffers and inverters               29             63                 10.30
and+or+nand+nor                     66             66                 26.77
AOI/OAI and AO/OA                   30             30                 13.18
xor gates and xnor gates             9              9                 5.189
==> state kept, by name (all words and copies together), names as in the netlist <==
signal / count
m0.qMeta: 1
m1.count: 2
m1.vcount: 10
m1.hcount: 10
m0.qOk: 1
==> layer usage <==
metal	wire length [um]	track usage [%]	vias up
met3	148	1.441	2
met2	1444	8.919	28
met5	0	0	-
met1	1773	8.427	605
met4	43	0.9940	0
li1	-	-	650
Power and IR drop assume default switching activity.
